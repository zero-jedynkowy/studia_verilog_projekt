==> run.sh <==
#!/bin/bash
# OpenROAD 26Q1-2900-gdf79404cd8, Yosys 0.63+post, stock flow scripts
make -C /OpenROAD-flow-scripts/flow DESIGN_CONFIG=/design/flow/config.mk WORK_HOME=/design/flow/orfs finish
==> config.mk <==
export PLATFORM = sky130hd
export DESIGN_NAME = exe_unit_w1
export DESIGN_NICKNAME = exe_unit_w1
export VERILOG_FILES = /design/flow/design.v
export SDC_FILE = /design/flow/constraint.sdc
export NUM_CORES = 4
export LEC_CHECK = 1
export CORE_AREA = 10 10 85 85
export DIE_AREA = 0 0 95 95
==> constraint.sdc <==
current_design exe_unit_w1

set clk_period 4.1
set clk_io_pct 0.2

create_clock -name clk0 -period $clk_period [get_ports {i_clk}]

set non_clock_inputs [all_inputs -no_clocks]
set_input_delay [expr $clk_period * $clk_io_pct] -clock clk0 $non_clock_inputs
set_output_delay [expr $clk_period * $clk_io_pct] -clock clk0 [all_outputs]
==> design.v <==
module exe_unit_w1(i_oper, i_argA, i_argB, i_clk, i_rsn, o_result, o_status);
    parameter m = 4;
    parameter n = 2;
    input logic [n - 1:0] i_oper;
    input logic [m - 1:0] i_argA;
    input logic [m - 1:0] i_argB;
    input logic i_clk;
    input logic i_rsn;
    output logic [m - 1:0] o_result;
    output logic [3:0] o_status;
    logic [3:0] o_status1;
    logic [3:0] o_status2;
    logic [3:0] o_status3;
    logic [3:0] o_status4;
    logic [m - 1:0] o_result1;
    logic [m - 1:0] o_result2;
    logic [m - 1:0] o_result3;
    logic [m - 1:0] o_result4;
    logic [m - 1:0] new_result;
    logic [3:0] new_status;
    mod1 # (.m(m), .n(n)) m_mod1 (.i_argA(i_argA), .i_argB(i_argB), .o_result(o_result1), .o_status(o_status1));
    mod2 # (.m(m), .n(n)) m_mod2 (.i_argA(i_argA), .i_argB(i_argB), .o_result(o_result2), .o_status(o_status2));
    mod3 # (.m(m), .n(n)) m_mod3 (.i_argA(i_argA), .i_argB(i_argB), .o_result(o_result3), .o_status(o_status3));
    mod4 # (.m(m), .n(n)) m_mod4 (.i_argA(i_argA), .o_result(o_result4), .o_status(o_status4));
    always_comb
    begin
        {new_result, new_status} = '0;
        case(i_oper)
            2'b00:
            begin
                new_result = o_result1;
            end
            2'b01:
            begin
                new_result = o_result2;
            end
            2'b10:
            begin
                new_result = o_result3;
            end
            2'b11:  
            begin
                new_result = o_result4;
            end
            default: new_result = '0;
        endcase
        case(i_oper)
            2'b00:
            begin
                new_status = o_status1;
            end
            2'b01:
            begin
                new_status = o_status2;
            end
            2'b10:
            begin
                new_status = o_status3;
            end
            2'b11:  
            begin
                new_status = o_status4;
            end
            default: new_result = '0;
        endcase
    end
    always_ff @(posedge i_clk)
    begin
        if(i_rsn == '0)
        begin
            o_status <= '0;
            o_result <= '0;
        end
        else
        begin
           o_result <= new_result;
           o_status <= new_status;
        end
    end
endmodule
module mod1(i_argA, i_argB, o_result, o_status);
    parameter m = 4;
    parameter n = 2;
    input logic [m - 1:0] i_argA;
    input logic [m - 1:0] i_argB;
    output logic [m - 1:0] o_result;
    output logic [3:0] o_status;
    logic [m - 1:0] maxValue;
    logic [m - 1:0] temp;
    logic [m - 1:0] temp1;
    logic [m - 1:0] temp2;
    logic [3:0] status;
    logic sign1;
    logic sign2;
    logic checkFlag;
    integer x;
    always_comb 
    begin
        x = 0;
        temp = '0;
        temp1 = '0;
        temp2 = '0;
        o_result = '0;
        o_status = '0;
        checkFlag = '0;
        maxValue = '1;
        maxValue[m - 1] = 1'b0;
        status = '0;
        sign1 = '0;
        sign2 = '0;
        for(int i=0; i<m; i++)
        begin
            if(i == m - 1)
            begin
                sign1 = i_argA[i];
                sign2 = i_argB[i];
            end
        end
        if(sign1 == 1'b0 && sign2 == 1'b0)
        begin
            if(i_argA >= i_argB)
            begin
                temp = i_argA - i_argB;
            end
            else
            begin
                temp = i_argB - i_argA;
                temp[m - 1] = 1'b1;
            end
        end
        if(sign1 == 1'b1 && sign2 == 1'b1)
        begin
            temp1 = i_argA;
            temp2 = i_argB;
            temp1[m - 1] = 1'b0;
            temp2[m - 1] = 1'b0;
            if(temp1 > temp2)
            begin
                temp = temp1 - temp2;
                temp[m - 1] = 1'b1;
            end
            else
            begin
                temp = temp2 - temp1;
                temp[m - 1] = 1'b0;
            end
        end
        if(sign1 == 1'b1 && sign2 == 1'b0)
        begin
            temp1 = i_argA;
            temp2 = i_argB;
            temp1[m - 1] = 1'b0;
            temp2[m - 1] = 1'b0;
            temp = temp1 + temp2;
            if(temp > maxValue)
            begin
                checkFlag = '1;
            end
            temp[m - 1] = 1'b1;
        end
        if(sign1 == 1'b0 && sign2 == 1'b1)
        begin
            temp1 = i_argA;
            temp2 = i_argB;
            temp1[m - 1] = 1'b0;
            temp2[m - 1] = 1'b0;
            temp = temp1 + temp2;
            if(temp > maxValue)
            begin
                checkFlag = '1;
            end
            temp[m - 1] = 1'b0;
        end
        if(checkFlag == 1'b1)
        begin
            o_result = 'x;
            status = status + 4'b0001;
        end
        else
        begin
            o_result = temp;
            if(temp[m - 1] == '1)
            begin
                status = status + 4'b0010;
            end
            for(int i = 0; i < m; i++)
            begin
                if(temp[i] == 1)
                begin
                    x = x + 1;
                end
            end
            if(x % 2 == 0)
            begin
                status = status + 4'b0100;
            end
            if(temp == '1)
            begin
                status = status + 4'b1000;
            end
        end
        o_status = status;
    end
endmodule
module mod2(i_argA, i_argB, o_result, o_status);
    parameter m = 4;
    parameter n = 2;
    input logic [m - 1:0] i_argA;
    input logic [m - 1:0] i_argB;
    output logic [m - 1:0] o_result;
    output logic [3:0] o_status;
    logic [m - 1:0] temp;
    logic [3:0] status;
    logic [m - 1:0] temp1;
    logic [m - 1:0] temp2;
    logic sign1;
    logic sign2;
    integer x;
    always_comb 
    begin
        o_result = '0;
        o_status = '0;
        temp = '0;
        temp2 = '0;
        x = 0;
        temp1 = '0;
        status = '0;
        sign1 = '0;
        sign2 = '0;
        for(int i=0; i<m; i++)
        begin
            if(i == m - 1)
            begin
                sign1 = i_argA[i];
                sign2 = i_argB[i];
            end
        end
        if(sign2 == 1'b1 && sign1 == 1'b0)
        begin
            temp = '0;
            o_result = temp;
        end
        if(sign2 == 1'b0 && sign1 == 1'b1)
        begin
            temp = '0 + 1'b1;
            o_result = temp;
        end
        if(sign1 == 1'b1 && sign2 == 1'b1)
        begin
            temp1 = i_argA;
            temp2 = i_argB;
            temp1[m - 1] = '0;
            temp2[m - 1] = '0;
            if(temp1 > temp2)
            begin
                temp = '0;
                temp = temp + 1'b1;
                o_result = temp;
            end
            else
            begin
                temp = '0;
                o_result = temp;
            end
        end
        if(sign1 == 1'b0 && sign2 == 1'b0)
        begin
            if(i_argA < i_argB)
            begin
                temp = '0 + 1'b1;
                o_result = temp;
            end
            else
            begin
                temp = '0;
                o_result = temp;
            end
        end
        status = '0;
        if(temp[m - 1] == '1)
        begin
            status = status + 4'b0010;
        end
        for(int i = 0; i < m; i++)
        begin
            if(temp[i] == 1)
            begin
                x = x + 1;
            end
        end
        if(x % 2 == 0)
        begin
            status = status + 4'b0100;
        end
        if(temp == '1)
        begin
            status = status + 4'b1000;
        end
        o_status = status;
    end
endmodule
module mod3(i_argA, i_argB, o_result, o_status);
    parameter m = 4;
    parameter n = 2;
    input logic [m - 1:0] i_argA;
    input logic [m - 1:0] i_argB;
    output logic [m - 1:0] o_result;
    output logic [3:0] o_status;
    logic [m - 1:0] temp;
    logic [3:0] status;
    logic sign1;
    integer x;
    always_comb 
    begin
        o_result = '0;
        o_status = '0;
        status = '0;
        x = 0;
        temp = i_argA;
        sign1 = '0;
        for(int i=0; i<m; i++)
        begin
            if(i == m - 1)
            begin
                sign1 = i_argB[i];
            end
        end
        if(sign1 != 1'b1 && m > i_argB)
        begin
            temp[i_argB] = '0;
            o_result = temp;
        end
        else
        begin
            status = status + 4'b0001;
        end
        if(temp[m - 1] == '1)
        begin
            status = status + 4'b0010;
        end
        for(int i = 0; i < m; i++)
        begin
            if(temp[i] == 1)
            begin
                x = x + 1;
            end
        end
        if(x % 2 == 0)
        begin
            status = status + 4'b0100;
        end
        if(temp == '1)
        begin
            status = status + 4'b1000;
        end
        o_status = status;
    end
endmodule
module mod4(i_argA, o_result, o_status);
    parameter m = 4;
    parameter n = 2;
    input logic [m - 1:0] i_argA;
    output logic [m - 1:0] o_result;
    output logic [3:0] o_status;
    logic [m - 1:0] temp;
    logic [3:0] status;
    logic sign1;
    integer x;
    always_comb 
    begin
        o_result = '0;
        o_status = '0;
        temp = i_argA;
        status = '0;
        x = 0;
        sign1 = '0;
        for(int i=0; i<m; i++)
        begin
            if(i == m - 1)
            begin
                sign1 = i_argA[i];
            end
        end
        if(sign1 == 1'b0)
        begin
            o_result = temp;
        end
        else
        begin
            temp[m - 1] = 1'b0;
            if(temp != '0)
            begin
                temp = ~temp;
                temp = temp + 1'b1;
                o_result = temp;
            end
        end
        status = 4'b0000;
        if(temp == '0)
        begin
            status = status + 4'b0001;
            o_result = 'x;
        end
        if(temp[m - 1] == '1)
        begin
            status = status + 4'b0010;
        end
        if(x % 2 == 0)
        begin
            status = status + 4'b0100;
        end
        if(temp == '1)
        begin
            status = status + 4'b1000;
        end
        for(int i = 0; i < m; i++)
        begin
            if(temp[i] == 1)
            begin
                x = x + 1;
            end
        end
        o_status = status;
    end
endmodule
==> qor.csv <==
stage;metric;value;unit
clocking;Clock Tree Buf Depth;2;
clocking;Post-CTS Hold Buffers;0;
detailed_routing;DR pass1 iterations;4;
yosys;chip area in the Yosys report;0.00127;mm2
global_routing;GRT Resource Usage Total;7.76;%
sta;Least-Margin Pin Slew;0.425;ns
pwr;P_leak;0.738;nW
clocking;CTS sink count;8;
placed_design;I/O Buffers;19;
global_routing;global-route wire length before repair;5.85;mm
clocking;H-tree levels;1;
yosys;Ys Warns;5;
detailed_routing;post-DR wirelength/cell;12.5;um
worst_hold_path;Min-Delay Path Class;in2reg;
final_layout;dominant logic cell types in the final layout;buf_4 (20), clkdlybuf4s50_1 (19), nor2_1 (17), ha_1 (17), inv_1 (16);
global_routing;vias in the first global route;1245;
yosys;Netlist Area Pre-Place;0.00127;mm2
flow_run;Tool Warnings;35;
yosys;Synth Seq Share;12.6;%
final_layout;final core occ;31.6;%
floorplan;chip area;0.00903;mm2
sta;fin. max-slew vios;0;
placed_design;placer congestion estimate;0.931;
yosys;Gate Count Post-Synth;165;
floorplan;Initial Util;23.2;%
placed_design;Placed Instance Area;0.00167;mm2
clocking;CTS root buffer;clkbuf_8;
pwr;Pwr Density;203;mW/mm2
sta;RSZ-0062 raised after global routing;false;
clocking;Worst-path clk slew;0.04;ns
worst_setup_path;Crit Path Max Fanout;2;
floorplan;Die H;95;um
worst_setup_path;Setup crit end kind;register;
global_routing;total gr overflow;0;
sta;Highest Clock Rate;0.261;GHz
worst_setup_path;CP required;4.20;ns
yosys;ys cells;165;
sta;final setup vio count;0;
sta;final hold viol count;0;
detailed_routing;DRC viols;0;
placed_design;DP HPWL;2.92;mm
detailed_routing;routed vias;1317;
yosys;Flops after synth;8;
final_layout;synth-to-layout area growth;35.8;%
sta;setup TNS;0;ns
pwr;highest ir drop seen on vdd;0.0000882;V
detailed_routing;final wirelength;3.45;mm
worst_setup_path;CP Data Arrival Time;3.93;ns
yosys;Post-Syn Area per Cell;7.70;um2
final_layout;post-route cell area;0.00173;mm2
detailed_routing;antenna viol nets, final;0;
sta;crit share post-route;93.3;%
yosys;most used flip-flop cell;dfxtp_1;
worst_setup_path;CP Launch Type;primary input;
detailed_routing;initial DRC count;94;
yosys;Unique cell types;49;
yosys;ys async rst share;0;%
floorplan;# rows;27;
floorplan;io pins;20;
global_routing;initial antenna violation count;0;
detailed_routing;ANT cells;0;
worst_setup_path;critical path type;in2reg;
clocking;CTS Buf Count;3;
final_layout;most common logic cell in the routed design;buf_4;
floorplan;width of the die;95;um
clocking;TritonCTS clock tree;done;
pwr;Power Total;351;uW
flow_run;max_cap viols;0;
final_layout;layout cells sized above 1;16.7;%
sta;fin crit period;3.83;ns
global_routing;largest net degree at the start of global routing;13;
sta;Slew headroom;71.4;%
outcome;status;complete, no violations;
floorplan;core area;0.00547;mm2
detailed_routing;vias per inst;4.77;
yosys;EDFF count, synth;0;
## metal layers
layer	global-route usage, %	vias to the layer above	share of wire (%)
met5	0	-	0
met4	0.499	0	0.26
met3	0.962	2	5.3
met2	11.9	34	42
met1	11.8	594	52
li1	-	687	-
## worst max-delay path, cell delays in order
cell	delay (ns)
clkdlybuf4s50_1	0.41
inv_1	0.09
ha_1	0.17
inv_1	0.05
fa_1	0.40
a211oi_2	0.20
o21bai_1	0.13
mux2_2	0.29
a221oi_2	0.26
nor2_1	0.09
ha_1	0.27
inv_1	0.04
and3_1	0.14
or2_2	0.27
a221o_1	0.28
## timing repair
item / in CTS / in global routing
setup endpoints to repair: 0 / 1
gates resized: 0 / 3
setup buffers: 0 / 0
## synth_stat cells (all sizes together) (4+ instances only)
cell type  count  area (um2)
nand2          8        30.0
nor2          17        63.8
dfxtp          8         160
inv           16        60.1
o21ai          9        45.0
ha            17         213
nand3          4        20.0
or3            5        31.3
nand2b         4        25.0
a21oi         11        55.1
o211ai         4        30.0
## cell families (layout without fill, tap and decap cells)
family                     Yosys count  count (layout)  synth area share [%]
xor gates and xnor gates             3               3                  2.07
DFF                                  8               8                  12.6
and+or+nand+nor                     60              60                  26.5
adders and majority gates           20              20                  21.5
muxes                                4               4                  3.35
AOI/OAI and AO/OA                   51              51                  27.2
buffers and inverters               19              58                  6.89
## registers in the layout, summed over array words and instances, names as in the netlist
signal	flops
o_result	4
o_status	4
## layout make-up
type                       instances  area (um2)
tap                               72        90.1
sequential                         8         160
multi-input combinational        138        1030
fill                             599        3750
inverter                          16        60.1
clock buffer                       3        41.3
timing repair buffer              39         340
## worst paths after layout
| kind | cells after the start | slack, ns | end | start |
|---|---|---|---|---|
| min | 2 | 1.30 | o_result[0] | i_rsn |
| max | 15 | 0.27 | o_status[2] | i_argA[0] |
## metrics by stage
| stage | hold WS (ns) | setup slack [ns] | cells |
|---|---|---|---|
| floorplan | 0.951 | 0.437 | 165 |
| global placement | 1.50 | -0.0425 | 273 |
| detailed placement | 1.50 | -0.0473 | 273 |
| CTS | 1.30 | 0.162 | 276 |
| global route | 1.33 | 0.0820 | 276 |
| finish | 1.30 | 0.274 | 276 |
## power by group
part	switching, mW	internal, mW	total (mW)
combinational	0.0903	0.0883	0.179
sequential	0.00113	0.0839	0.0850
clock	0.0244	0.0630	0.0874
total	0.116	0.235	0.351
No activity file was given, so power comes from the tool's default toggle rates.
