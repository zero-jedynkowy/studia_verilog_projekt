===== flow/config.mk =====
export PLATFORM = sky130hd
export DESIGN_NAME = exe_unit_w1_rtl
export DESIGN_NICKNAME = exe_unit_w1_rtl
export VERILOG_FILES = /design/flow/design.v
export SDC_FILE = /design/flow/constraint.sdc
export NUM_CORES = 4
export LEC_CHECK = 1
export CORE_AREA = 10 10 76 76
export DIE_AREA = 0 0 86 86

===== flow/constraint.sdc =====
current_design exe_unit_w1_rtl

set clk_period 4.5
set clk_io_pct 0.2

create_clock -name clk0 -period $clk_period [get_ports {i_clk}]

set non_clock_inputs [all_inputs -no_clocks]
set_input_delay [expr $clk_period * $clk_io_pct] -clock clk0 $non_clock_inputs
set_output_delay [expr $clk_period * $clk_io_pct] -clock clk0 [all_outputs]

===== flow/design.v =====
module \$paramod$ad5fc92dec76241174115f6d1940fa93bf59d497\mod1 (i_argA, i_argB, o_result, o_status);
  wire _000_;
  wire _001_;
  wire _002_;
  wire _003_;
  wire _004_;
  wire _005_;
  wire _006_;
  wire _007_;
  wire _008_;
  wire _009_;
  wire _010_;
  wire _011_;
  wire _012_;
  wire _013_;
  wire _014_;
  wire _015_;
  wire _016_;
  wire _017_;
  wire _018_;
  wire _019_;
  wire _020_;
  wire _021_;
  wire _022_;
  wire _023_;
  wire _024_;
  wire _025_;
  wire _026_;
  wire _027_;
  wire _028_;
  wire _029_;
  wire _030_;
  wire _031_;
  wire _032_;
  wire _033_;
  wire _034_;
  wire _035_;
  wire _036_;
  wire _037_;
  wire _038_;
  wire _039_;
  wire _040_;
  wire _041_;
  wire _042_;
  wire _043_;
  wire _044_;
  wire _045_;
  wire _046_;
  wire _047_;
  wire _048_;
  wire _049_;
  wire _050_;
  wire _051_;
  wire _052_;
  wire _053_;
  wire _054_;
  wire _055_;
  wire _056_;
  wire _057_;
  wire _058_;
  wire _059_;
  wire _060_;
  wire _061_;
  wire _062_;
  wire _063_;
  wire _064_;
  wire _065_;
  wire _066_;
  wire _067_;
  wire _068_;
  wire _069_;
  wire _070_;
  wire _071_;
  wire _072_;
  wire _073_;
  wire _074_;
  wire _075_;
  wire checkFlag;
  input [3:0] i_argA;
  wire [3:0] i_argA;
  input [3:0] i_argB;
  wire [3:0] i_argB;
  wire [3:0] maxValue;
  output [3:0] o_result;
  wire [3:0] o_result;
  output [3:0] o_status;
  wire [3:0] o_status;
  wire sign1;
  wire sign2;
  wire [3:0] status;
  wire [3:0] temp;
  wire [3:0] temp1;
  wire [3:0] temp2;
  assign _000_ = ~i_argA[0];
  assign _001_ = ~i_argB[0];
  assign _002_ = ~i_argA[1];
  assign _003_ = ~i_argB[1];
  assign _004_ = ~i_argA[3];
  assign _005_ = ~i_argA[2];
  assign _006_ = ~i_argB[2];
  assign _007_ = i_argA[1] & _003_;
  assign _008_ = _002_ | i_argB[1];
  assign _009_ = i_argA[1] | _003_;
  assign _010_ = i_argA[1] ^ i_argB[1];
  assign _011_ = i_argA[3] | i_argB[3];
  assign _012_ = ~_011_;
  assign _013_ = i_argA[3] ^ i_argB[3];
  assign _014_ = _004_ ^ i_argB[3];
  assign _015_ = i_argA[0] & i_argB[0];
  assign _016_ = _013_ & _015_;
  assign _017_ = _000_ & i_argB[0];
  assign _018_ = i_argA[0] | _001_;
  assign _019_ = i_argA[2] & _006_;
  assign _020_ = _005_ | i_argB[2];
  assign _021_ = _007_ | _018_;
  assign _022_ = _010_ | _017_;
  assign _023_ = _009_ & _021_;
  assign _024_ = _008_ & _022_;
  assign _025_ = i_argA[2] ^ i_argB[2];
  assign _026_ = ~_025_;
  assign _027_ = _023_ & _026_;
  assign _028_ = _024_ | _025_;
  assign _029_ = _019_ | _027_;
  assign _030_ = _020_ & _028_;
  assign _031_ = i_argA[0] & _001_;
  assign o_result[0] = i_argA[0] ^ i_argB[0];
  assign _032_ = _025_ | o_result[0];
  assign _033_ = _010_ | _031_;
  assign _034_ = _010_ | _032_;
  assign _035_ = ~_034_;
  assign _036_ = _011_ & _035_;
  assign _037_ = _012_ | _034_;
  assign _038_ = _030_ | _035_;
  assign _039_ = _029_ & _037_;
  assign _040_ = _030_ | _036_;
  assign _041_ = _017_ | _040_;
  assign _042_ = _031_ | _039_;
  assign _043_ = _014_ & _042_;
  assign _044_ = _041_ & _043_;
  assign _045_ = _016_ | _044_;
  assign o_result[1] = _010_ ^ _045_;
  assign _046_ = ~o_result[1];
  assign _047_ = i_argB[3] & _038_;
  assign _048_ = ~_047_;
  assign _049_ = i_argA[3] | _030_;
  assign o_result[3] = _048_ & _049_;
  assign _050_ = ~o_result[3];
  assign _051_ = i_argA[1] & i_argB[1];
  assign _052_ = _010_ & _015_;
  assign _053_ = _051_ | _052_;
  assign _054_ = _013_ & _053_;
  assign _055_ = _009_ & _033_;
  assign _056_ = _040_ & _055_;
  assign _057_ = _024_ & _039_;
  assign _058_ = _056_ | _057_;
  assign _059_ = _014_ & _058_;
  assign _060_ = _054_ | _059_;
  assign o_result[2] = _025_ ^ _060_;
  assign _061_ = _025_ & _054_;
  assign _062_ = ~_061_;
  assign _063_ = i_argA[2] & i_argB[2];
  assign _064_ = _013_ & _063_;
  assign _065_ = ~_064_;
  assign _066_ = _062_ & _065_;
  assign checkFlag = ~_066_;
  assign o_status[1] = o_result[3] & _066_;
  assign _067_ = o_result[0] & o_result[1];
  assign _068_ = o_result[0] ^ o_result[1];
  assign _069_ = o_result[0] ^ _046_;
  assign _070_ = o_result[3] & o_result[2];
  assign _071_ = o_result[3] ^ o_result[2];
  assign _072_ = _050_ ^ o_result[2];
  assign _073_ = _069_ | _071_;
  assign _074_ = _068_ | _072_;
  assign _075_ = _066_ & _074_;
  assign o_status[2] = _073_ & _075_;
  assign o_status[3] = _067_ & _070_;
  assign maxValue = 4'h7;
  assign o_status[0] = checkFlag;
  assign sign1 = i_argA[3];
  assign sign2 = i_argB[3];
  assign status = { o_status[3:1], checkFlag };
  assign temp = o_result;
  assign temp1 = 4'b0xxx;
  assign temp2 = 4'b0xxx;
endmodule
module \$paramod$ad5fc92dec76241174115f6d1940fa93bf59d497\mod2 (i_argA, i_argB, o_result, o_status);
  wire _00_;
  wire _01_;
  wire _02_;
  wire _03_;
  wire _04_;
  wire _05_;
  wire _06_;
  wire _07_;
  wire _08_;
  wire _09_;
  wire _10_;
  wire _11_;
  wire _12_;
  wire _13_;
  wire _14_;
  wire _15_;
  wire _16_;
  wire _17_;
  wire _18_;
  wire _19_;
  wire _20_;
  wire _21_;
  wire _22_;
  wire _23_;
  wire _24_;
  wire _25_;
  wire _26_;
  wire _27_;
  wire _28_;
  wire _29_;
  wire _30_;
  wire _31_;
  wire _32_;
  wire _33_;
  wire _34_;
  wire _35_;
  wire _36_;
  input [3:0] i_argA;
  wire [3:0] i_argA;
  input [3:0] i_argB;
  wire [3:0] i_argB;
  output [3:0] o_result;
  wire [3:0] o_result;
  output [3:0] o_status;
  wire [3:0] o_status;
  wire sign1;
  wire sign2;
  wire [3:0] status;
  wire [3:0] temp;
  wire [3:0] temp1;
  wire [3:0] temp2;
  wire [31:0] x;
  assign _00_ = ~i_argB[3];
  assign _01_ = ~i_argB[2];
  assign _02_ = ~i_argA[2];
  assign _03_ = ~i_argA[1];
  assign _04_ = ~i_argB[1];
  assign _05_ = ~i_argB[0];
  assign _06_ = ~i_argA[0];
  assign _07_ = i_argB[2] & _02_;
  assign _08_ = _01_ | i_argA[2];
  assign _09_ = i_argB[0] & _06_;
  assign _10_ = _05_ | i_argA[0];
  assign _11_ = i_argA[1] & _04_;
  assign _12_ = _03_ | i_argB[1];
  assign _13_ = _03_ ^ i_argB[1];
  assign _14_ = i_argA[1] ^ i_argB[1];
  assign _15_ = _10_ & _13_;
  assign _16_ = _09_ | _14_;
  assign _17_ = _01_ & i_argA[2];
  assign _18_ = i_argB[2] | _02_;
  assign _19_ = _12_ & _18_;
  assign _20_ = _11_ | _17_;
  assign _21_ = _16_ & _19_;
  assign _22_ = _15_ | _20_;
  assign _23_ = _08_ & _22_;
  assign _24_ = _07_ | _21_;
  assign _25_ = _05_ & i_argA[0];
  assign _26_ = i_argB[0] | _06_;
  assign _27_ = _18_ & _26_;
  assign _28_ = _17_ | _25_;
  assign _29_ = _15_ & _27_;
  assign _30_ = _16_ | _28_;
  assign _31_ = _23_ & _30_;
  assign _32_ = _24_ | _29_;
  assign _33_ = i_argB[3] & _32_;
  assign _34_ = _00_ | _31_;
  assign _35_ = i_argA[3] | _24_;
  assign _36_ = ~_35_;
  assign o_result[0] = _34_ & _35_;
  assign o_status[2] = _33_ | _36_;
  assign o_result[3:1] = 3'h0;
  assign { o_status[3], o_status[1:0] } = 3'h0;
  assign sign1 = i_argA[3];
  assign sign2 = i_argB[3];
  assign status = { 1'h0, o_status[2], 2'h0 };
  assign temp = { 3'h0, o_result[0] };
  assign temp1 = 4'b0xxx;
  assign temp2 = 4'b0xxx;
  assign x = { 31'h00000000, o_result[0] };
endmodule
module \$paramod$ad5fc92dec76241174115f6d1940fa93bf59d497\mod3 (i_argA, i_argB, o_result, o_status);
  wire _00_;
  wire _01_;
  wire _02_;
  wire _03_;
  wire _04_;
  wire _05_;
  wire _06_;
  wire _07_;
  wire _08_;
  wire _09_;
  wire _10_;
  wire _11_;
  wire _12_;
  wire _13_;
  wire _14_;
  wire _15_;
  wire _16_;
  wire _17_;
  wire _18_;
  wire _19_;
  wire _20_;
  wire _21_;
  input [3:0] i_argA;
  wire [3:0] i_argA;
  input [3:0] i_argB;
  wire [3:0] i_argB;
  output [3:0] o_result;
  wire [3:0] o_result;
  output [3:0] o_status;
  wire [3:0] o_status;
  wire sign1;
  wire [3:0] status;
  wire [3:0] temp;
  wire [31:0] x;
  assign _00_ = ~i_argB[1];
  assign _01_ = ~i_argB[0];
  assign _02_ = ~i_argB[2];
  assign _03_ = ~i_argB[3];
  assign _04_ = _02_ & _03_;
  assign o_status[0] = ~_04_;
  assign _05_ = i_argB[1] & i_argB[0];
  assign _06_ = ~_05_;
  assign _07_ = o_status[0] | _06_;
  assign o_status[1] = i_argA[3] & _07_;
  assign _08_ = _00_ | i_argB[0];
  assign _09_ = o_status[0] | _08_;
  assign _10_ = i_argA[2] & _09_;
  assign _11_ = o_status[1] & _10_;
  assign _12_ = o_status[1] ^ _10_;
  assign _13_ = i_argB[1] | _01_;
  assign _14_ = o_status[0] | _13_;
  assign _15_ = i_argA[1] & _14_;
  assign _16_ = i_argB[1] | i_argB[0];
  assign _17_ = o_status[0] | _16_;
  assign _18_ = i_argA[0] & _17_;
  assign _19_ = ~_18_;
  assign _20_ = _15_ & _18_;
  assign _21_ = _15_ ^ _19_;
  assign o_status[2] = _12_ ^ _21_;
  assign o_status[3] = _11_ & _20_;
  assign o_result[0] = _04_ & _18_;
  assign o_result[1] = _04_ & _15_;
  assign o_result[2] = _04_ & _10_;
  assign o_result[3] = _04_ & o_status[1];
  assign sign1 = i_argB[3];
  assign status = o_status;
  assign temp[3] = o_status[1];
  assign x[31:4] = 28'h0000000;
endmodule
module \$paramod$ad5fc92dec76241174115f6d1940fa93bf59d497\mod4 (i_argA, o_result, o_status);
  wire _00_;
  wire _01_;
  wire _02_;
  wire _03_;
  wire _04_;
  wire _05_;
  wire _06_;
  wire _07_;
  wire _08_;
  wire _09_;
  wire _10_;
  input [3:0] i_argA;
  wire [3:0] i_argA;
  output [3:0] o_result;
  wire [3:0] o_result;
  output [3:0] o_status;
  wire [3:0] o_status;
  wire sign1;
  wire [3:0] status;
  wire [3:0] temp;
  assign _00_ = ~i_argA[3];
  assign _01_ = i_argA[1] | i_argA[0];
  assign _02_ = i_argA[1] | i_argA[2];
  assign _03_ = ~_02_;
  assign _04_ = i_argA[0] | _02_;
  assign o_status[0] = ~_04_;
  assign o_result[3] = i_argA[3] & _04_;
  assign _05_ = i_argA[1] & _00_;
  assign _06_ = i_argA[1] & i_argA[0];
  assign _07_ = ~_06_;
  assign _08_ = i_argA[0] & i_argA[3];
  assign _09_ = i_argA[3] & _01_;
  assign _10_ = _07_ & _09_;
  assign o_result[1] = _05_ | _10_;
  assign o_status[3] = _03_ & _08_;
  assign o_result[2] = i_argA[2] ^ _09_;
  assign o_result[0] = i_argA[0];
  assign o_status[2:1] = { 1'h1, o_result[3] };
  assign sign1 = i_argA[3];
  assign status = { o_status[3], 1'h1, o_result[3], o_status[0] };
  assign { temp[3], temp[0] } = { o_result[3], i_argA[0] };
endmodule
module exe_unit_w1_rtl(i_oper, i_argA, i_argB, i_clk, i_rsn, o_result, o_status);
  wire _000_;
  wire _001_;
  wire _002_;
  wire _003_;
  wire _004_;
  wire _005_;
  wire _006_;
  wire _007_;
  wire _008_;
  wire _009_;
  wire _010_;
  wire _011_;
  wire _012_;
  wire _013_;
  wire _014_;
  wire _015_;
  wire _016_;
  wire _017_;
  wire _018_;
  wire _019_;
  wire _020_;
  wire _021_;
  wire _022_;
  wire _023_;
  wire _024_;
  wire _025_;
  wire _026_;
  wire _027_;
  wire _028_;
  wire _029_;
  wire _030_;
  wire _031_;
  wire _032_;
  wire _033_;
  wire _034_;
  wire _035_;
  wire _036_;
  wire _037_;
  wire _038_;
  wire _039_;
  wire _040_;
  wire _041_;
  wire _042_;
  wire _043_;
  wire _044_;
  wire _045_;
  wire _046_;
  wire _047_;
  wire _048_;
  wire _049_;
  wire _050_;
  wire _051_;
  wire _052_;
  wire _053_;
  input [3:0] i_argA;
  wire [3:0] i_argA;
  input [3:0] i_argB;
  wire [3:0] i_argB;
  input i_clk;
  wire i_clk;
  input [1:0] i_oper;
  wire [1:0] i_oper;
  input i_rsn;
  wire i_rsn;
  wire [3:0] new_result;
  wire [3:0] new_status;
  output [3:0] o_result;
  reg [3:0] o_result;
  wire [3:0] o_result1;
  wire [3:0] o_result2;
  wire [3:0] o_result3;
  wire [3:0] o_result4;
  output [3:0] o_status;
  reg [3:0] o_status;
  wire [3:0] o_status1;
  wire [3:0] o_status2;
  wire [3:0] o_status3;
  wire [3:0] o_status4;
  assign _004_ = ~i_oper[1];
  assign _005_ = ~i_oper[0];
  assign _006_ = _004_ & i_oper[0];
  assign _007_ = o_result2[0] & _006_;
  assign _008_ = i_oper[1] & i_oper[0];
  assign _009_ = o_result4[0] & _008_;
  assign _010_ = _007_ | _009_;
  assign _011_ = i_oper[1] & _005_;
  assign _012_ = o_result3[0] & _011_;
  assign _013_ = _004_ & _005_;
  assign _014_ = o_result1[0] & _013_;
  assign _015_ = _012_ | _014_;
  assign new_result[0] = _010_ | _015_;
  assign _016_ = o_result3[1] & _011_;
  assign _017_ = o_result2[1] & _006_;
  assign _018_ = _016_ | _017_;
  assign _019_ = o_result1[1] & _013_;
  assign _020_ = o_result4[1] & _008_;
  assign _021_ = _019_ | _020_;
  assign new_result[1] = _018_ | _021_;
  assign _022_ = o_result3[2] & _011_;
  assign _023_ = o_result2[2] & _006_;
  assign _024_ = _022_ | _023_;
  assign _025_ = o_result1[2] & _013_;
  assign _026_ = o_result4[2] & _008_;
  assign _027_ = _025_ | _026_;
  assign new_result[2] = _024_ | _027_;
  assign _028_ = o_result1[3] & _013_;
  assign _029_ = o_result2[3] & _006_;
  assign _030_ = _028_ | _029_;
  assign _031_ = o_result4[3] & _008_;
  assign _032_ = o_result3[3] & _011_;
  assign _033_ = _031_ | _032_;
  assign new_result[3] = _030_ | _033_;
  assign _034_ = o_status3[0] & _011_;
  assign _035_ = o_status2[0] & _006_;
  assign _036_ = _034_ | _035_;
  assign _037_ = o_status1[0] & _013_;
  assign _038_ = o_status4[0] & _008_;
  assign _039_ = _037_ | _038_;
  assign new_status[0] = _036_ | _039_;
  assign _040_ = o_status3[1] & _011_;
  assign _041_ = o_status2[1] & _006_;
  assign _042_ = _040_ | _041_;
  assign _043_ = o_status1[1] & _013_;
  assign _044_ = o_status4[1] & _008_;
  assign _045_ = _043_ | _044_;
  assign new_status[1] = _042_ | _045_;
  assign _046_ = o_status3[2] & _011_;
  assign _047_ = o_status2[2] & _006_;
  assign _048_ = _046_ | _047_;
  assign _049_ = o_status1[2] & _013_;
  assign _050_ = o_status4[2] & _008_;
  assign _051_ = _049_ | _050_;
  assign new_status[2] = _048_ | _051_;
  assign _052_ = o_status1[3] & _013_;
  assign _053_ = o_status2[3] & _006_;
  assign _000_ = _052_ | _053_;
  assign _001_ = o_status4[3] & _008_;
  assign _002_ = o_status3[3] & _011_;
  assign _003_ = _001_ | _002_;
  assign new_status[3] = _000_ | _003_;
  always @(posedge i_clk)
    if (!i_rsn) o_status[0] <= 1'h0;
    else o_status[0] <= new_status[0];
  always @(posedge i_clk)
    if (!i_rsn) o_status[1] <= 1'h0;
    else o_status[1] <= new_status[1];
  always @(posedge i_clk)
    if (!i_rsn) o_status[2] <= 1'h0;
    else o_status[2] <= new_status[2];
  always @(posedge i_clk)
    if (!i_rsn) o_status[3] <= 1'h0;
    else o_status[3] <= new_status[3];
  always @(posedge i_clk)
    if (!i_rsn) o_result[0] <= 1'h0;
    else o_result[0] <= new_result[0];
  always @(posedge i_clk)
    if (!i_rsn) o_result[1] <= 1'h0;
    else o_result[1] <= new_result[1];
  always @(posedge i_clk)
    if (!i_rsn) o_result[2] <= 1'h0;
    else o_result[2] <= new_result[2];
  always @(posedge i_clk)
    if (!i_rsn) o_result[3] <= 1'h0;
    else o_result[3] <= new_result[3];
  \$paramod$ad5fc92dec76241174115f6d1940fa93bf59d497\mod1  m_mod1 (
    .i_argA(i_argA),
    .i_argB(i_argB),
    .o_result(o_result1),
    .o_status(o_status1)
  );
  \$paramod$ad5fc92dec76241174115f6d1940fa93bf59d497\mod2  m_mod2 (
    .i_argA(i_argA),
    .i_argB(i_argB),
    .o_result(o_result2),
    .o_status(o_status2)
  );
  \$paramod$ad5fc92dec76241174115f6d1940fa93bf59d497\mod3  m_mod3 (
    .i_argA(i_argA),
    .i_argB(i_argB),
    .o_result(o_result3),
    .o_status(o_status3)
  );
  \$paramod$ad5fc92dec76241174115f6d1940fa93bf59d497\mod4  m_mod4 (
    .i_argA(i_argA),
    .o_result(o_result4),
    .o_status(o_status4)
  );
endmodule

===== flow/run.sh =====
#!/bin/bash
# OpenROAD 26Q1-2900-gdf79404cd8, Yosys 0.63+post, stock flow scripts
make -C /OpenROAD-flow-scripts/flow DESIGN_CONFIG=/design/flow/config.mk WORK_HOME=/design/flow/orfs finish

==> results.txt <==
post-route DRC violation count = 0
Max Fclk = 265 MHz
Final Hold Viols = 0
syn avg cell area = 7.93 µm²
worst hold start = i_rsn
RSZ-0062 raised after global routing = no
Tmin final = 3.78 ns
vias = 1047
LEAKAGE = 0.579 nW
Hold Path End = o_status[0]$_SDFF_PN0_
largest net degree at the start of global routing = 16
Syn Inst Count = 138
cts hold-fix bufs = 0
synthesized area = 0.00109 mm²
Core ar. = 0.00412 mm²
clk slew on worst S/H paths = 0.04 ns
Registers, synthesis = 8
vias in the first global route = 1107
Via-to-Cell Ratio = 5.08
max-cap viol count = 0
die width = 86 µm
Ports = 20
met1 usage = 10.4%
Global Route Usage Sum = 7.90%
antenna violations before repair = 0
Post-CTS Resized = 0
max-slew violations = 0
post-route setup TNS = 0 ns
Top cell area share = 19.4%
drt initial violations = 107
remaining global-route overflow = 0
first-pass GRT wire length = 5000 µm
Critical path buffers and inverters = 2
Post-Place Cell Area = 0.00132 mm²
async set-reset flop share out of synthesis = 0%
status = finished, final reports clean
Final Instance Area = 0.00136 mm²
yosys warning tally = 1
distinct cell type count of the synthesized netlist = 47
grt met2 use = 12.4%
# port buffers = 19
Root Buffer = clkbuf_8
hold path depth = 2
number of enable flip-flop cells = 0
CP Capture Type = flip-flop
cell type with the largest total area = ha_1
main area contributors = ha_1 (19%), dfxtp_1 (15%), inv_1 (5.8%)
number of cells in Yosys stat = 138
Pre-Repair DR Iteration Count = 4
routability congestion estimate = 0.865
tool warnings = 34
clk buf depth = 2
htree depth = 1
final wirelength = 2800 µm
die height = 86 µm
max_slew headroom = 66.2%
Synth-to-Final Area Change = 24.5%
CTS tree = done
met3 Use GR = 2.10%
crit path DRT = 4.66 ns
Setup CP Type = in -> reg
Pwr Density = 221 mW/mm²
Final Cycle Share = 83.9%
FP Util = 26.6%
Cell Chain, Critical Path = clkdlybuf4s50_1 -> inv_1 -> ha_1 -> or3b_1 -> a211oi_2 -> a221oi_2 -> nor2b_2 -> xnor2_1 -> ha_1 -> nand2_1 -> nor2_1 -> a31oi_1 -> o22a_1 -> nor2_1
WP data arrival = 3.94 ns
Main synth FF type = dfxtp_1
Slowest-stage cell, CP = clkdlybuf4s50_1
slew at the pin closest to its max-slew limit = 0.506 ns
Cell Rows = 23
final core utilization = 33.1%
Final Power = 0.301 mW
Routed wire per std cell = 13.6 µm
GRT Max-Usage Layer = met2
Setup violations, final = 0
Crit Path Max Fanout = 12
dominant logic cell type in the layout = clkdlybuf4s50_1
Post-Place Setup Slack = 0.479 ns
VDD IR max = 0.0000721 V
ant diodes = 0
Worst Hold Class = in -> reg
min setup slack post-route = 0.724 ns
startpoint types = input port
crit-path max cell delay = 0.60 ns
most common logic cells in the final layout = clkdlybuf4s50_1 (19), inv_1 (17), ha_1 (17)
CP delay by family, top = simple AND/OR/NAND/NOR gates
# clock sinks = 8
Yosys Chip Area = 0.00109 mm²
Antenna Violating Nets Remaining = 0
Die ar. = 0.00740 mm²
TritonCTS buffer count = 3
# Post-CTS Setup Buffers = 0
DP Wirelength = 2320 µm
Seq/Total Area, Yosys = 14.6%
share of layout cells above drive strength 1 = 8.97%
==> cell families (layout without fill, tap and decap cells) <==
| kind of cell | count (synthesis) | in the layout | synth area share [%] |
|---|---|---|---|
| AND-OR/OR-AND | 44 | 44 | 31.0 |
| XOR/XNOR | 3 | 3 | 2.40 |
| adder cells (fa/ha/maj) | 17 | 17 | 19.4 |
| buffers and inverters | 21 | 39 | 8.23 |
| flip-flops | 8 | 8 | 14.6 |
| multiplexers | 1 | 1 | 0.914 |
| AND/OR/NAND/NOR | 44 | 44 | 23.4 |
==> through the flow <==
stage	instances	hold WS (ns)
6_report	206	1.41
5_1_grt	206	1.42
4_1_cts	206	1.40
3_5_place_dp	203	1.58
3_3_place_gp	203	1.58
2_1_floorplan	138	1.03
==> worst max path at each step <==
stage         startpoint                endpoint  cells after the start
CTS            i_argA[2]  o_status[3]$_SDFF_PN0_                     14
global route   i_argA[2]  o_status[3]$_SDFF_PN0_                     14
finish         i_argA[2]  o_status[3]$_SDFF_PN0_                     14
==> report_power, final <==
group          internal [mW]  total, mW  switching [mW]  leakage, nW
Clock                 0.0577     0.0829          0.0252       0.0216
Combinational         0.0661      0.139          0.0733        0.491
Sequential            0.0771     0.0784         0.00130       0.0659
Total                  0.201      0.301          0.0999        0.579
==> registers in the layout (all words and copies together) (netlist names) <==
register,flops
o_result,4
o_status,4
==> Yosys cell counts (all sizes together), types with 2 or more instances <==
library cell  count
o221ai            2
xnor2             2
o22ai             2
nor2b             2
o21ai             9
a31oi             4
nand3             7
nand4b            2
a21oi             8
a211o             2
clkbuf            2
nand2             6
o211ai            3
nand2b            6
ha               17
a221oi            2
and3              3
buf               2
dfxtp             8
nor3              2
inv              17
nor2             10
nor4b             2
==> final cells by class <==
type | instances | area (µm²)
multi-input cells | 109 | 845
flip-flops and latches | 8 | 160
fillers | 411 | 2750
well taps | 50 | 62.6
inverters | 17 | 63.8
repair buffers | 19 | 190
clock buffers | 3 | 41.3
==> routing by layer <==
metal / vias up / wire (µm)
li1: 543 / -
met2: 26 / 1270
met1: 472 / 1320
met5: - / 0
met3: 6 / 132
met4: 0 / 72
Power figures rest on the tool's default switching activity, not on a simulated workload.
